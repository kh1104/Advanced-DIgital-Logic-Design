==> design.v <==
`timescale 1ns / 1ps
`timescale 1ns / 1ps
module controller (LdA, LdB, LdP, clrP, decB, done, clk, eqz, start);
input clk,eqz,start;
output reg LdA, LdB, LdP, clrP, decB, done;
reg [2:0] state;
parameter S0 = 3'b000 , S1 = 3'b001 , S2 = 3'b010 , S3 = 3'b011 , S4 = 3'b100 ;
always@(posedge clk)
        begin
                case (state)
                            S0 : if(start) state <= S1;
                            S1 : state <= S2;
                            S2 : state <= S3;
                            S3 : #2 if(eqz) state <= S4;   
                            S4 : state <= S4;
                            default : state <= S0;
                endcase
        end                    
    always@(state)
        begin
                    case(state)
                        S0 : begin #1 LdA = 0; LdB = 0; LdP = 0; clrP = 0; decB = 0; end
                        S1 : begin #1 LdA = 1; end
                        S2 : begin #1 LdA = 0; LdB = 1; clrP = 1;  end
                        S3 : begin #1 LdB = 0; LdP = 1; clrP = 0; decB = 1; end
                        S4 : begin #1 done = 1; LdB = 0; LdP = 0; decB = 0; end
                        default : begin #1 LdA = 0; LdB = 0; LdP = 0; clrP = 0; decB = 0; end
                    endcase
        end            
endmodule     
==> run.sh <==
#!/bin/bash
# OpenROAD 26Q1-2900-gdf79404cd8, Yosys 0.63+post, stock flow scripts
make -C /OpenROAD-flow-scripts/flow DESIGN_CONFIG=/design/flow/config.mk WORK_HOME=/design/flow/orfs finish
==> config.mk <==
export PLATFORM = sky130hd
export DESIGN_NAME = controller
export DESIGN_NICKNAME = controller
export VERILOG_FILES = /design/flow/design.v
export SDC_FILE = /design/flow/constraint.sdc
export NUM_CORES = 4
export LEC_CHECK = 1
export CORE_AREA = 10 10 70 70
export DIE_AREA = 0 0 80 80
==> constraint.sdc <==
current_design controller

set clk_period 2.0
set clk_io_pct 0.2

create_clock -name clk0 -period $clk_period [get_ports {clk}]

set non_clock_inputs [all_inputs -no_clocks]
set_input_delay [expr $clk_period * $clk_io_pct] -clock clk0 $non_clock_inputs
set_output_delay [expr $clk_period * $clk_io_pct] -clock clk0 [all_outputs]
==> run_results.csv <==
group,metric,value,unit
synthesis,area_leaders,"edfxtp_1, dlxtn_1, nor2_1",
clock_tree,hold_buffers,0,
route,route.detailed.drc,0,
sta,untimed_endpoints,9,
sta,final_hold_viol_count,0,
route,drt_wl_total,551,µm
cells_and_area,fin_cells,80,
route,avgViaCountPerCell,2.55,
clock_tree,path_clk_slew,0.04,ns
worst_hold_path,hold_class,"reg -> reg",
clock_tree,cts_max_path_buffers,2,
synthesis,netlist.top_cell.by_area,"edfxtp_1",
placement,placed_cell_area,369,µm²
placement,gp_congestion,0.634,
sta,report.final.setup_viol,0,
sta,skew,0.000700,ns
power_and_ir_drop,power_density,1320,nW/µm²
setup_path,r2r-start,"state[1]$_DFFE_PP_",
floorplanning,die_width,80,µm
global_route,grt_pass1_wl,841,µm
sta,unclocked_pins,4,
clock_tree,cts_buffers,3,
clock_tree,cts_htree_levels,1,
synthesis,synth_top_area_share,0.344,
cells_and_area,logic_area,91.3,µm²
synthesis,avgSynthCellArea,10.1,µm²
worst_hold_path,min-delay-start,"state[2]$_DFFE_PP_",
synthesis,ys_cells,26,
sta,setup_slack,0.706,ns
setup_path,cp-end-kind,"flip-flop",
synthesis,top_cell,"nor2_1",
power_and_ir_drop,p_leak,0.141,nW
cells_and_area,fin_util,0.116,
clock_tree,post_cts_resized,0,
sta,maxSlewViolCount,0,
synthesis,yosysUniqueCellTypes,14,
synthesis,syn_area,262,µm²
worst_hold_path,hold_depth,1,
synthesis,async_flop_share,0,
sta,rsz0062_at_grt,"false",
power_and_ir_drop,power,523,µW
setup_path,cp_data_arrival_time,1.20,ns
clock_tree,tritoncts,"built",
sta,hold_slack,0.721,ns
placement,place_ws,0.458,ns
cells_and_area,area_growth_syn_to_layout,51.2,%
setup_path,cp.required,1.91,ns
clock_tree,clkLatencyLatePin,0.24,ns
global_route,grt_use_total,0.0158,
placement,hpwl,403,µm
route,wl_per_cell,6.89,µm
global_route,overflow,0,
power_and_ir_drop,ir_worst_vdd,0.224,mV
setup_path,r2r_slack,0.78,ns
global_route,antenna_found_initial,0,
synthesis,ys_chip_area,262,µm²
route,first_pass_iters,2,
route,antenna_left,0,
job,drv_cap,0,
setup_path,regToRegEndpoint,"state[0]$_DFFE_PP_",
sta,post-route-period-util,0.647,
route,first_iter_violations,26,
global_route,grt_pass1_vias,211,
floorplanning,fp_util,0.0766,
sta,max_freq,0.773,GHz
job,warnings,25,
worst_hold_path,hold_path_end,"state[1]$_DFFE_PP_",
cells_and_area,regArea,150,µm²
floorplanning,die_y,80,µm
setup_path,start_kind,"primary input",
route,insertedDiodeCount,0,
cells_and_area,fillers,396,
placement,dp.cells,76,
cells_and_area,drive_gt1_frac,0.0882,
global_route,grt_max_degree,10,
setup_path,ff2ff_path_depth,2,
placement,numPortBuffers,7,
run_status,status,"completed",
synthesis,synth_cells,26,
setup_path,worstSetupPathType,"in -> reg",
clock_tree,cts-root-buf,"clkbuf_4",
floorplanning,ios,9,
floorplanning,coreArea,3420,µm²
cells_and_area,design_area,395,µm²
synthesis,yosysWarnings,1,
synthesis,synth_flops,7,
floorplanning,chip_area,6400,µm²
clock_tree,cts_setup_buffers,0,
floorplanning,std_cell_rows,21,
synthesis,synth_top_flop_cell,"dlxtn_1",
synthesis,top_cells_by_count,"nor2_1, dlxtn_1, edfxtp_1",
setup_path,path_max_fanout,3,
synthesis,edf_count,3,
sta,layout_min_cycle_time,1.29,ns
sta,setup_tns,0,ns
route,vias,204,
## final cells by class
cell class                      count  share of cell area
Sequential cell                     7               0.380
Timing Repair Buffer                7               0.177
Tap cell                           46               0.146
Multi-Input combinational cell     16               0.231
Clock buffer                        4              0.0665
## kinds of logic (layout without fill, tap and decap cells)
group	count (synthesis)	after routing	share of synthesized area
buffers and inverters	3	11	0.0765
xor gates and xnor gates	1	1	0.0335
and+or+nand+nor	10	10	0.201
AOI/OAI and AO/OA	4	4	0.100
DFF	3	3	0.345
other	1	1	0.0143
latches	4	4	0.230
## how the worst max path moves through the flow
stage | from | endpoint | slack, ns | cells after the start
final | eqz | state[0]$_DFFE_PP_ | 0.71 | 3
after global routing | eqz | state[2]$_DFFE_PP_ | 0.69 | 3
after CTS | eqz | state[1]$_DFFE_PP_ | 0.71 | 3
## state kept, by name, indices dropped and copies added, names as in the netlist
signal and flops:
LdA 1, LdB 1, clrP 1, decB 1
state 3
## placed cells by master, fill, tap and decap left out
master,n
nor2_1,5
o21bai_1,2
clkbuf_1,1
dlxtn_1,4
a31oi_1,1
clkdlybuf4s50_1,7
and2_1,1
a21oi_1,1
clkbuf_4,3
xnor2_1,1
conb_1,1
nor4_1,1
edfxtp_1,3
and3b_1,1
nand2b_1,2
## report_power, final
group	internal [mW]	total, mW	leakage [nW]	switching, mW
registers	0.178	0.244	0.0636	0.0666
logic	0.0990	0.166	0.0629	0.0673
clock network	0.0751	0.112	0.0150	0.0373
total	0.352	0.523	0.141	0.171
## metal layers
| layer | up-vias | wire length [µm] | track usage |
|---|---|---|---|
| met5 | - | 0 | 0 |
| met4 | 0 | 41 | 0.0141 |
| met3 | 4 | 38 | 0.00568 |
| met2 | 8 | 276 | 0.0289 |
| met1 | 91 | 195 | 0.0128 |
| li1 | 101 | - | - |
## critical path: stages
cell,delay [ns]
clkdlybuf4s50_1,0.46
nor2_1,0.04
a31oi_1,0.31
Power figures rest on the tool's default switching activity, not on a simulated workload.
