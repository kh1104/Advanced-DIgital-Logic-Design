==> design.v <==
module up_counter(input clk, reset, output[3:0] counter);
  reg[3:0] counter_up;
  always @(posedge clk or posedge reset)
 begin
     if(reset)
        counter_up <= 4'd0;
     else
        counter_up <= counter_up + 4'd1;
    end
   assign counter = counter_up;
endmodule  
==> run.sh <==
#!/bin/bash
# OpenROAD 26Q1-2900-gdf79404cd8, Yosys 0.63+post, stock flow scripts
make -C /OpenROAD-flow-scripts/flow DESIGN_CONFIG=/design/flow/config.mk WORK_HOME=/design/flow/orfs finish
==> config.mk <==
export PLATFORM = sky130hd
export DESIGN_NAME = up_counter
export DESIGN_NICKNAME = up_counter
export VERILOG_FILES = /design/flow/design.v
export SDC_FILE = /design/flow/constraint.sdc
export NUM_CORES = 4
export LEC_CHECK = 1
export CORE_AREA = 10 10 70 70
export DIE_AREA = 0 0 80 80
==> constraint.sdc <==
current_design up_counter

set clk_period 1.1
set clk_io_pct 0.2

create_clock -name clk0 -period $clk_period [get_ports {clk}]

set non_clock_inputs [all_inputs -no_clocks]
set_input_delay [expr $clk_period * $clk_io_pct] -clock clk0 $non_clock_inputs
set_output_delay [expr $clk_period * $clk_io_pct] -clock clk0 [all_outputs]
==> metrics.log <==
[metrics] run summary
[metrics] Insertion Delay late pin: 0.23 ns
[metrics] count of unique library cells instantiated by Yosys: 6
[metrics] worst slack at placement: -0.0134 ns
[metrics] dominant cell type by area after synthesis: dfrtp_1
[metrics] slowest cell delay on critical path: 0.37 ns
[metrics] Die Outline Area: 6400 um2
[metrics] biggest registers after layout: counter_up: 4 flops
[metrics] setup repair after global routing missed its margin: false
[metrics] global placement routability congestion: 0.654
[metrics] area of combinational cells with multiple inputs: 35.0 um2
[metrics] Cell Rows: 21
[metrics] Tcrit/Tclk final: 96.1%
[metrics] root buf cell: clkbuf_4
[metrics] total global routing overflow: 0
[metrics] Least-Margin Pin Slew: 0.144 ns
[metrics] total core area: 3420 um2
[metrics] Crit Path Class: reg -> out
[metrics] Diodes inserted: 0
[metrics] Pre-antenna DRT Iters: 2
[metrics] number of global-route vias before repair: 142
[metrics] Seq. cell area: 100 um2
[metrics] Detailed Route Iter0 Violations: 6
[metrics] count of yosys warnings during synthesis: 1
[metrics] tally of buffers added on design ports: 5
[metrics] static leakage power: 0.000156 uW
[metrics] worst setup margin: 0.0434 ns
[metrics] power per cell area: 1090 nW/um2
[metrics] fraction of layout instances using a drive strength above 1: 34.8%
[metrics] portion of the post-synthesis area used by sequential elements: 70.2%
[metrics] number of warnings in the stage logs: 25
[metrics] standard cell area after detailed placement: 265 um2
[metrics] Rel. slew slack: 90.4%
[metrics] count of instantiated cells in the yosys netlist: 10
[metrics] cell family with most CP delay: flip-flops
[metrics] flip-flop count of the largest register after layout: 4
[metrics] status: complete, no violations
[metrics] number of placed I/O pins: 6
[metrics] Total Wirelength: 421 um
[metrics] via count of the routed design: 119
[metrics] Largest cells by area: dfrtp_1 (70%), ha_1 (8.8%), xnor2_1 (6.1%), xor2_1 (6.1%), inv_1 (5.3%)
[metrics] fill count: 403
[metrics] IR Drop Worst-Case VDD: 0.149 mV
[metrics] starting density of the core: 4.18%
[metrics] max-cap violation count: 0
[metrics] total CTS buffers: 3
[metrics] DP Cell Count: 63
[metrics] number of hold violations in the final report: 0
[metrics] Top reg by flops: counter_up
[metrics] required time at the endpoint of the critical path: 0.88 ns
[metrics] critical-path cell list: dlygate4sd2_1
[metrics] Final Slew Violations: 0
[metrics] floorplan die height: 80 um
[metrics] H-Tree Depth: 1
[metrics] clock-pin transition on the worst setup and hold timing paths: 0.04 ns
[metrics] most numerous logic cells after layout: buf_4 (5), dfrtp_1 (4), clkbuf_4 (3)
[metrics] cell area after layout: 308 um2
[metrics] routed via count divided by cell count: 1.72
[metrics] Area leader share: 70.2%
[metrics] syn avg cell area: 14.3 um2
[metrics] final clock skew: 0.00201 ns
[metrics] Worst setup startpoint: counter_up[2]
[metrics] Clock Tree Buf Depth: 2
[metrics] Area growth syn-to-layout: 116%
[metrics] chip area line of the yosys report: 143 um2
[metrics] die width: 80 um
[metrics] number of design rule violations left after detail routing: 0
[metrics] maximum number of pins on one net before global-route repair: 5
[metrics] Final setup viols: 0
[metrics] cts-stage hold buffer count: 0
[metrics] final antenna-violating net count: 0
[metrics] all-layer global routing usage: 1.46%
[metrics] CTS tree: built
[metrics] count of mapped cells out of synthesis: 10
[metrics] Crit Path Max Fanout: 2
[metrics] cell area after technology mapping: 143 um2
[metrics] first-pass GRT wire length: 641 um
[metrics] data arrival time of the critical path: 0.84 ns
[metrics] synthesis-stage register bit count: 4
[metrics] Tmin final: 1.06 ns
[metrics] drt wl/cell: 6.10 um
[metrics] achievable clock frequency: 946 MHz
[metrics] dominant logic cell type in the layout: buf_4
[metrics] post-route insts no fill: 69
[metrics] Critical Path Slowest Stage Cell: dfrtp_1
[metrics] type of the most critical hold path: in -> async
[metrics] share of the core filled with cells in the final layout: 9.01%
[metrics] number of antenna violations at the first check in global routing: 0
[metrics] Critical Path Source Type: flop
[metrics] Bufs and invs on worst path: 1
[metrics] endpoint class of the critical path: primary output
[metrics] Crit Reg-Reg Startpoint: counter_up[0]
[metrics] TritonCTS Sinks: 4
worst paths after layout:
kind | depth (start not counted) | endpoint | slack (ns)
max | 1 | counter[2] | 0.04
min | 2 | counter_up[3] | 0.17
max in group asynchronous | 2 | counter_up[0] | 0.78
max reg2reg | 3 | counter_up[2] | 0.12
min in group clk0 | 2 | counter_up[0] | 0.54
min reg2reg | 2 | counter_up[0] | 0.54
timing repair:
action,CTS,global route
setup buffers,2,1
resized,6,0
endpoints found under the setup margin,4,1
metal layers:
metal	up-vias	global-route usage, %	part of all wire, %
met5	-	0	0
met3	0	2.95	33
met2	8	1.04	26
met1	54	1.34	42
met4	0	0.704	0
li1	57	-	-
synth_stat cells (all sizes together):
library cell  instances
dfrtp                 4
inv                   2
ha                    1
nand3                 1
xnor2                 1
xor2                  1
report_power, final:
group | total, uW | internal [uW] | switching, uW
Clock | 180 | 122 | 58.3
Combinational | 6.27 | 3.33 | 2.94
Sequential | 148 | 148 | 0
worst register-to-register path, stage by stage, from the launching register on:
cell and delay, ns:
dfrtp_1 0.38, buf_4 0.15, ha_1 0.20, xor2_1 0.14
cells by family (layout without fill, tap and decap cells):
logic type | after synthesis | count (layout) | synth area share (%)
DFF | 4 | 4 | 70.2
and+or+nand+nor | 1 | 1 | 3.51
buffers and inverters | 2 | 15 | 5.27
adders and majority gates | 1 | 1 | 8.77
xor gates and xnor gates | 2 | 2 | 12.3
final cells by class:
cell class | count | share of cell area (%)
Clock buffer | 3 | 7.32
Inverter | 2 | 2.44
Multi-Input combinational cell | 4 | 11.4
Sequential cell | 4 | 32.5
Tap cell | 46 | 18.7
Timing Repair Buffer | 10 | 27.6
per-stage QoR:
step | setup TNS (ns) | hold WS (ns) | power, uW
2_1_floorplan | 0 | -0.0139 | 152
3_3_place_gp | -0.00715 | 0.416 | 156
3_5_place_dp | -0.0134 | 0.411 | 156
4_1_cts | 0 | 0.165 | 345
5_1_grt | 0 | 0.186 | 357
6_report | 0 | 0.171 | 334
Power figures rest on the tool's default switching activity, not on a simulated workload.
